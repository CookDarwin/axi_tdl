### flow/config.mk
export PLATFORM = sky130hd
export DESIGN_NAME = width_destruct_A1
export DESIGN_NICKNAME = width_destruct_A1
export VERILOG_FILES = /design/flow/design.v
export SDC_FILE = /design/flow/constraint.sdc
export NUM_CORES = 4
export LEC_CHECK = 1
export CORE_AREA = 10 10 86 86
export DIE_AREA = 0 0 96 96
### flow/constraint.sdc
current_design width_destruct_A1

set clk_period 2.7
set clk_io_pct 0.2

create_clock -name clk0 -period $clk_period [get_ports {clock}]

set non_clock_inputs [all_inputs -no_clocks]
set_input_delay [expr $clk_period * $clk_io_pct] -clock clk0 $non_clock_inputs
set_output_delay [expr $clk_period * $clk_io_pct] -clock clk0 [all_outputs]
### flow/design.v
interface video_native_inf #(
    parameter DSIZE = 24,
    parameter real FreqM    = 1
)(
    input bit   pclk ,
    input bit   prst_n
);
logic vsync;
logic hsync;
logic de;
logic blank;
logic field;
logic[DSIZE-1:0]    data;
logic[23:0]        vactive;
logic[23:0]        hactive;
logic [15:0]       v_index;
logic [15:0]       h_index;
logic	vs_raising;
logic   vs_falling;
logic	hs_raising;
logic   hs_falling;
logic	de_raising;
logic   de_falling;
modport compact_in (
    input       pclk,
    input       prst_n,
    input       vsync,
    input       hsync,
    input       de,
    input       data,
    input       vactive,
    input       hactive,
    input       v_index,
    input       h_index,
    input       vs_raising,
    input       vs_falling,
    input       hs_raising,
    input       hs_falling,
    input       de_raising,
    input       de_falling
);
modport compact_out (
    input       pclk,
    input       prst_n,
    output      vsync,
    output      hsync,
    output      de,
    output      data,
    output      vactive,
    output      hactive,
    input       v_index,
    input       h_index,
    input       vs_raising,
    input       vs_falling,
    input       hs_raising,
    input       hs_falling,
    input       de_raising,
    input       de_falling
);
always@(posedge pclk,negedge prst_n)begin:VS_EDGE
logic   vs_lat;
    if(~prst_n)begin
        vs_lat      <= 1'b0;
        vs_raising  <= 1'b0;
        vs_falling  <= 1'b0;
    end else begin
        vs_lat  <= vsync;
        vs_raising  <= vsync && !vs_lat;
        vs_falling  <= !vsync && vs_lat;
    end
end
always@(posedge pclk,negedge prst_n)begin:HS_EDGE
logic   hs_lat;
    if(~prst_n)begin
        hs_lat      <= 1'b0;
        hs_raising  <= 1'b0;
        hs_falling  <= 1'b0;
    end else begin
        hs_lat  <= hsync;
        hs_raising  <= hsync && !hs_lat;
        hs_falling  <= !hsync && hs_lat;
    end
end
always@(posedge pclk,negedge prst_n)begin:DE_EDGE
logic   de_lat;
    if(~prst_n)begin
        de_lat      <= 1'b0;
        de_raising  <= 1'b0;
        de_falling  <= 1'b0;
    end else begin
        de_lat  <= de;
        de_raising  <= de && !de_lat;
        de_falling  <= !de && de_lat;
    end
end
always@(posedge pclk,negedge prst_n)
    if(~prst_n) v_index <= '0;
    else begin
        if(vs_raising)
                v_index <= '0;
        else if(de_falling)
                v_index <= v_index + 1'b1;
        else    v_index <= v_index;
    end
always@(posedge pclk,negedge prst_n)
    if(~prst_n) h_index <= '0;
    else begin
        if(vs_raising)
                h_index <= '0;
        else if(de)
                h_index <= h_index + 1'b1;
        else if(de_falling)
                h_index <= '0;
        else    h_index <= h_index;
    end
endinterface
package SystemPkg;
    parameter SIM = "OFF";
endpackage
package body_package;
parameter  BDSIZE = 10;
endpackage:body_package
`timescale 1ns/1ps
module width_destruct_A1 #(
    parameter   DSIZE   = 1,
    parameter   NSIZE   = 8,
    parameter   USIZE   = 1
)(
    input                           clock,
    input                           rst_n,
    input [DSIZE*NSIZE-1:0]         wr_data,
    input                           wr_vld,
    output logic                    wr_ready,
    input [USIZE-1:0]               wr_user,
    input                           wr_last,
    output logic[DSIZE-1:0]         rd_data,
    output logic                    rd_vld,
    output logic                    rd_last,
    output logic[USIZE-1:0]         rd_user,
    input                           rd_ready
);
localparam	RSIZE	= 	(NSIZE<16)?  4 :
						(NSIZE<32)?  5 :
      					(NSIZE<64)?  6 :
						(NSIZE<128)? 7 : 8;
reg [RSIZE-1:0]     point;
logic [DSIZE-1:0]   overflow_data;
logic               overflow;
logic               overflow_last;
always@(posedge clock )begin
    if(~rst_n)  point   <= {RSIZE{1'b0}};
    else begin
        if(wr_vld && wr_ready && wr_last)
                point   <= {RSIZE{1'b0}};
        else if(overflow && rd_ready)
                point   <= {RSIZE{1'b0}};
        else if(wr_vld && rd_ready)begin
            if(point == NSIZE-1)
                    point   <= {RSIZE{1'b0}};
            else    point   <= point + 1'b1;
        end else    point   <= point;
end end
always@(posedge clock )begin
    if(~rst_n)  wr_ready  <= 1'b0;
    else begin
        if(point==(NSIZE-2) && wr_vld && rd_ready)
                wr_ready <= 1'b1;
        else if(wr_ready && wr_vld)
                wr_ready <= 1'b0;
        else    wr_ready <= wr_ready;
    end
end
always@(posedge clock )begin
    if(~rst_n)  overflow_data   <= '0;
    else begin
        if((wr_ready & wr_vld) && (!rd_ready & rd_vld) )
                overflow_data   <= wr_data[DSIZE-1:0];
        else    overflow_data   <= overflow_data;
    end
end
always@(posedge clock )begin
    if(~rst_n)  overflow   <= '0;
    else begin
        if((wr_ready & wr_vld) && (!rd_ready & rd_vld) )
                overflow   <= 1'b1;
        else if(overflow && rd_ready)
                overflow   <= 1'b0;
        else    overflow   <= overflow;
    end
end
always@(posedge clock )begin
    if(~rst_n)  overflow_last   <= '0;
    else begin
        if((wr_ready & wr_vld) && (!rd_ready & rd_vld) )
                overflow_last   <= wr_last;
        else if(overflow && rd_ready && overflow_last)
                overflow_last   <= 1'b0;
        else    overflow_last   <= overflow_last;
    end
end
always@(posedge clock )begin
    if(~rst_n)  rd_data <= {DSIZE{1'b0}};
    else begin
        case({overflow,wr_vld,rd_vld,rd_ready})
        4'b1000: rd_data <= rd_data;
        4'b1001: rd_data <= overflow_data;
        4'b1010: rd_data <= rd_data;
        4'b1011: rd_data <= overflow_data;
        4'b1100: rd_data <= rd_data;
        4'b1101: rd_data <= overflow_data;
        4'b1110: rd_data <= rd_data;
        4'b1111: rd_data <= overflow_data;
        4'b0000: rd_data <= rd_data;
        4'b0001: rd_data <= rd_data;
        4'b0010: rd_data <= rd_data;
        4'b0011: rd_data <= rd_data;
        4'b0100: rd_data <= rd_data;
        4'b0101: rd_data <= wr_data[DSIZE*(NSIZE-point)-1-:DSIZE];
        4'b0110: rd_data <= rd_data;
        4'b0111: rd_data <= wr_data[DSIZE*(NSIZE-point)-1-:DSIZE];
        default: rd_data <= rd_data;
        endcase
    end
end
always@(posedge clock )begin
    if(~rst_n)  rd_vld  <= 1'b0;
    else begin
            case({overflow,wr_vld,rd_vld,rd_ready})
            4'b1000: rd_vld  <= 1'b0;
            4'b1001: rd_vld  <= 1'b1;
            4'b1010: rd_vld  <= 1'b1;
            4'b1011: rd_vld  <= 1'b1;
            4'b1100: rd_vld  <= 1'b0;
            4'b1101: rd_vld  <= 1'b1;
            4'b1110: rd_vld  <= 1'b1;
            4'b1111: rd_vld  <= 1'b1;
            4'b0000: rd_vld  <= 1'b0;
            4'b0001: rd_vld  <= 1'b0;
            4'b0010: rd_vld  <= 1'b1;
            4'b0011: rd_vld  <= 1'b0;
            4'b0100: rd_vld  <= 1'b0;
            4'b0101: rd_vld  <= 1'b1;
            4'b0110: rd_vld  <= 1'b1;
            4'b0111: rd_vld  <= 1'b1;
            default: rd_vld  <= 1'b0;
            endcase
    end
end
always@(posedge clock )begin
    if(~rst_n)  rd_last  <= 1'b0;
    else begin
        case({overflow,wr_vld,rd_vld,rd_ready})
        4'b1000: rd_last  <= 1'b0;
        4'b1001: rd_last  <= overflow_last;
        4'b1010: rd_last  <= rd_last;
        4'b1011: rd_last  <= overflow_last;
        4'b1100: rd_last  <= 1'b0;
        4'b1101: rd_last  <= overflow_last;
        4'b1110: rd_last  <= rd_last;
        4'b1111: rd_last  <= overflow_last;
        4'b0000: rd_last  <= 1'b0;
        4'b0001: rd_last  <= 1'b0;
        4'b0010: rd_last  <= rd_last;
        4'b0011: rd_last  <= 1'b0;
        4'b0100: rd_last  <= 1'b0;
        4'b0101: rd_last  <= point==(NSIZE-1) && wr_last;
        4'b0110: rd_last  <= rd_last;
        4'b0111: rd_last  <= point==(NSIZE-1) && wr_last;
        default: rd_last  <= 1'b0;
        endcase
    end
end
logic [USIZE-1:0]   overflow_user;
always@(posedge clock )begin
    if(~rst_n)  overflow_user   <= '0;
    else begin
        if((wr_ready & wr_vld) && (!rd_ready & rd_vld) )
                overflow_user   <= wr_user;
        else    overflow_user   <= overflow_user;
    end
end
always@(posedge clock )begin
    if(~rst_n)  rd_user <= {USIZE{1'b0}};
    else begin
        case({overflow,wr_vld,rd_vld,rd_ready})
        4'b1000: rd_user <= rd_user;
        4'b1001: rd_user <= overflow_user;
        4'b1010: rd_user <= rd_user;
        4'b1011: rd_user <= overflow_user;
        4'b1100: rd_user <= rd_user;
        4'b1101: rd_user <= overflow_user;
        4'b1110: rd_user <= rd_user;
        4'b1111: rd_user <= overflow_user;
        4'b0000: rd_user <= rd_user;
        4'b0001: rd_user <= rd_user;
        4'b0010: rd_user <= rd_user;
        4'b0011: rd_user <= rd_user;
        4'b0100: rd_user <= rd_user;
        4'b0101: rd_user <= wr_user;
        4'b0110: rd_user <= rd_user;
        4'b0111: rd_user <= wr_user;
        default: rd_user <= rd_user;
        endcase
    end
end
endmodule
### flow/run.sh
#!/bin/bash
# OpenROAD 26Q1-2900-gdf79404cd8, Yosys 0.63+post, stock flow scripts
make -C /OpenROAD-flow-scripts/flow DESIGN_CONFIG=/design/flow/config.mk WORK_HOME=/design/flow/orfs finish
==> insert_results.sql <==
-- physical implementation figures
INSERT INTO impl_metrics (metric_group, metric, value, unit) VALUES
('yosys', 'area_leaders', 'sky130_fd_sc_hd__dfxtp_1, sky130_fd_sc_hd__nor2_1, sky130_fd_sc_hd__ha_1', ''),
('timing', 'maxSlewHeadroom', '0.738', ''),
('placement', 'dp_hpwl', '1460', 'um'),
('power_and_ir_drop', 'design_power_total', '0.434', 'mW'),
('global_route', 'gr-total-overflow', '0', ''),
('job', 'drv.max_cap_violation_count', '0', ''),
('drt', 'route.vias.total', '706', ''),
('outcome', 'run_status', 'finished clean', ''),
('drt', 'post-route-drc-count', '0', ''),
('clock_network', 'cts.root.buffer_cell', 'sky130_fd_sc_hd__clkbuf_8', ''),
('yosys', 'yosys_register_bits', '13', ''),
('worst_hold_path', 'min_from', 'rd_user$_SDFFE_PN0N_', ''),
('placement', 'final_weighted_congestion_in_routability_driven_placement', '0.824', ''),
('power_and_ir_drop', 'power_frac_comb', '0.153', ''),
('worst_setup_path', 'worst_setup_path_end_kind', 'flip-flop', ''),
('drt', 'drt_iter0_drc', '28', ''),
('power_and_ir_drop', 'power.share.switching', '0.222', ''),
('placement', 'port_buffers', '18', ''),
('global_route', 'grt_antenna_before_repair', '0', ''),
('drt', 'via_per_inst', '3.86', ''),
('layout', 'layout-drive-gt1-share', '0.0541', ''),
('global_route', 'maximum_number_of_pins_on_one_net_before_global_route_repair', '13', ''),
('worst_setup_path', 'critPathKind', 'flip-flop to flip-flop', ''),
('clock_network', 'htreeDepth', '1', ''),
('yosys', 'post_synth_edffs', '0', ''),
('die', 'die_w', '96', 'um'),
('worst_setup_path', 'crit_path_cell_trace', 'inv_1 > ha_1 > mux2_2 > o21ai_0 > a2111oi_1 > o31ai_1 > o21ai_1', ''),
('drt', 'post_drt_wl_per_cell', '10.2', 'um'),
('clock_network', 'number_of_instances_resized_during_post_cts_repair', '0', ''),
('clock_network', 'insertion_delay', '0.23', 'ns'),
('worst_setup_path', 'crit_slowest_cell', 'sky130_fd_sc_hd__dfxtp_1', ''),
('drt', 'detail_route.first_pass.iterations', '4', ''),
('yosys', 'mappedNetlistArea', '766', 'um^2'),
('yosys', 'post-synth-top-area-cell', 'sky130_fd_sc_hd__dfxtp_1', ''),
('clock_network', 'cts-hold-fix-buffers', '0', ''),
('layout', 'layout-area-overhead-vs-synth', '36.1', '%'),
('die', 'fp_util', '0.138', ''),
('worst_setup_path', 'timing.critical_path.fanout_max', '9', ''),
('global_route', 'grt_use_total', '0.0393', ''),
('timing', 'final.setup.tns', '0', 'ns'),
('power_and_ir_drop', 'p_clk_frac', '0.384', ''),
('clock_network', 'tritoncts_clock_tree', 'done', ''),
('drt', 'route.antenna.remaining_nets', '0', ''),
('drt', 'postRouteWirelength', '1870', 'um'),
('yosys', 'netlist_top_cells_count', 'sky130_fd_sc_hd__dfxtp_1, sky130_fd_sc_hd__nor2_1, sky130_fd_sc_hd__a21oi_1', ''),
('yosys', 'post_synth_num_cell_types', '32', ''),
('yosys', 'yosys.stat.seqShare', '0.340', ''),
('drt', 'diodes', '0', ''),
('timing', 'final_min_period', '2.17', 'ns'),
('clock_network', 'postCtsSetupRepairBufs', '0', ''),
('yosys', 'synth.yosys.warnings', '1', ''),
('timing', 'finalMaxSlewViolations', '0', ''),
('power_and_ir_drop', 'cell_internal_pwr', '0.338', 'mW'),
('yosys', 'asyncSetResetFlopFracSynth', '0', ''),
('yosys', 'synth.top_cell.area_share', '0.340', ''),
('timing', 'timing.final.setup_violations', '0', ''),
('timing', 'fin_hold_ws', '0.469', 'ns'),
('power_and_ir_drop', 'netSwitchingPower', '0.0964', 'mW'),
('power_and_ir_drop', 'power.leakage', '0.378', 'nW'),
('timing', 'timing.clock.skew', '0.000684', 'ns'),
('job', 'number_of_logged_tool_warnings', '27', ''),
('worst_hold_path', 'holdCritPathClass', 'flip-flop to flip-flop', ''),
('yosys', 'ys_cells', '93', ''),
('die', 'coreArea', '5540', 'um^2'),
('die', 'die-height', '96', 'um'),
('worst_setup_path', 'setup.worst_path.start', 'point[0]$_SDFFE_PP0P_', ''),
('power_and_ir_drop', 'sequentialPowerShare', '0.463', ''),
('global_route', 'global_route_wire_length_before_repair', '3060', 'um'),
('timing', 'rsz0062_at_grt', 'no', ''),
('timing', 'max_freq', '461', 'MHz'),
('power_and_ir_drop', 'power.density_cell_area', '416', 'nW/um^2');
==> cell usage in the layout (no fill, tap or decap), types with 2 or more instances in the layout <==
cell                              netlist  layout
sky130_fd_sc_hd__clkdlybuf4s50_1        0      18
sky130_fd_sc_hd__nor2_1                13      13
sky130_fd_sc_hd__dfxtp_1               13      13
sky130_fd_sc_hd__a21oi_1                7       7
sky130_fd_sc_hd__inv_1                  6       6
sky130_fd_sc_hd__nand3_1                6       6
sky130_fd_sc_hd__o21ai_0                6       6
sky130_fd_sc_hd__nand2_1                4       4
sky130_fd_sc_hd__mux2i_1                3       3
sky130_fd_sc_hd__nand2b_1               3       3
sky130_fd_sc_hd__ha_1                   3       3
sky130_fd_sc_hd__clkbuf_8               0       3
sky130_fd_sc_hd__xor2_1                 2       2
sky130_fd_sc_hd__xnor2_1                2       2
sky130_fd_sc_hd__nand4_1                2       2
sky130_fd_sc_hd__and3_1                 2       2
sky130_fd_sc_hd__a31oi_1                2       2
==> metal layers <==
layer / vias to the layer above / global-route usage / wire length (um)
met5: - / 0 / 0
li1: 365 / - / -
met3: 2 / 0.0149 / 190
met4: 0 / 0.00491 / 6
met1: 314 / 0.0527 / 922
met2: 25 / 0.0605 / 747
==> per-stage QoR <==
| step | instances | utilization | setup slack [ns] | cell area (um^2) |
|---|---|---|---|---|
| floorplan | 93 | - | 0.860 | 766 |
| global placement | 179 | 0.180 | 0.528 | 997 |
| detailed placement | 179 | 0.180 | 0.520 | 997 |
| CTS | 183 | 0.188 | 0.497 | 1040 |
| global route | 183 | 0.188 | 0.261 | 1040 |
| finish | 183 | 0.188 | 0.529 | 1040 |
==> power by group through the flow <==
| stage | registers (mW) | clock network [mW] | logic (mW) |
|---|---|---|---|
| 4_1_cts | 0.201 | 0.173 | 0.0668 |
| 5_1_grt | 0.202 | 0.186 | 0.0735 |
| 6_report | 0.201 | 0.167 | 0.0663 |
==> worst max-delay path, delay by kind of cell (launching register included) <==
family	cells	cell delay, ns
mux	1	0.37
buf+inv	1	0.15
compound gates	4	0.60
fa+ha+maj	1	0.42
flops	1	0.51
==> cell type report <==
| class | count | area, um^2 |
|---|---|---|
| clock buffers | 4 | 45.0 |
| fillers | 619 | 4500 |
| inverters | 7 | 26.3 |
| multi-input cells | 69 | 440 |
| flip-flops and latches | 13 | 260 |
| well taps | 72 | 90.1 |
| repair buffers | 18 | 180 |
==> cells by family (layout without fill, tap and decap cells) <==
| logic type | Yosys count | count (layout) | synth area share |
|---|---|---|---|
| xor+xnor | 4 | 4 | 0.0458 |
| fa+ha+maj | 3 | 3 | 0.0490 |
| compound gates | 20 | 20 | 0.154 |
| mux | 5 | 5 | 0.0833 |
| flops | 13 | 13 | 0.340 |
| buf+inv | 11 | 29 | 0.0850 |
| simple gates | 37 | 37 | 0.243 |
==> registers in the layout, summed over array words and instances (netlist names), named ones only <==
register	cells
overflow_last	1
rd_user	1
rd_data	1
wr_ready	1
overflow	1
overflow_user	1
point	4
overflow_data	1
rd_last	1
==> path summary, 6_finish.rpt <==
kind | slack (ns) | to | cells after the start
setup reg to reg | 0.53 | rd_data$_SDFFE_PN0N_ | 7
setup / recovery | 0.53 | rd_data$_SDFFE_PN0N_ | 7
hold / removal | 0.47 | rd_user$_SDFFE_PN0N_ | 2
hold reg to reg | 0.47 | rd_user$_SDFFE_PN0N_ | 2
Power figures rest on the tool's default switching activity, not on a simulated workload.
