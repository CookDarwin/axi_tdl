File: ./config.mk
export PLATFORM = sky130hd
export DESIGN_NAME = exmple_md
export DESIGN_NICKNAME = exmple_md
export VERILOG_FILES = /design/flow/design.v
export SDC_FILE = /design/flow/constraint.sdc
export NUM_CORES = 4
export LEC_CHECK = 1
export CORE_AREA = 10 10 70 70
export DIE_AREA = 0 0 80 80
File: ./constraint.sdc
current_design exmple_md

set clk_period 1.0
set clk_io_pct 0.2

create_clock -name clk0 -period $clk_period [get_ports {clock}]

set non_clock_inputs [all_inputs -no_clocks]
set_input_delay [expr $clk_period * $clk_io_pct] -clock clk0 $non_clock_inputs
set_output_delay [expr $clk_period * $clk_io_pct] -clock clk0 [all_outputs]
File: ./design.v
interface video_native_inf #(
    parameter DSIZE = 24,
    parameter real FreqM    = 1
)(
    input bit   pclk ,
    input bit   prst_n
);
logic vsync;
logic hsync;
logic de;
logic blank;
logic field;
logic[DSIZE-1:0]    data;
logic[23:0]        vactive;
logic[23:0]        hactive;
logic [15:0]       v_index;
logic [15:0]       h_index;
logic	vs_raising;
logic   vs_falling;
logic	hs_raising;
logic   hs_falling;
logic	de_raising;
logic   de_falling;
modport compact_in (
    input       pclk,
    input       prst_n,
    input       vsync,
    input       hsync,
    input       de,
    input       data,
    input       vactive,
    input       hactive,
    input       v_index,
    input       h_index,
    input       vs_raising,
    input       vs_falling,
    input       hs_raising,
    input       hs_falling,
    input       de_raising,
    input       de_falling
);
modport compact_out (
    input       pclk,
    input       prst_n,
    output      vsync,
    output      hsync,
    output      de,
    output      data,
    output      vactive,
    output      hactive,
    input       v_index,
    input       h_index,
    input       vs_raising,
    input       vs_falling,
    input       hs_raising,
    input       hs_falling,
    input       de_raising,
    input       de_falling
);
always@(posedge pclk,negedge prst_n)begin:VS_EDGE
logic   vs_lat;
    if(~prst_n)begin
        vs_lat      <= 1'b0;
        vs_raising  <= 1'b0;
        vs_falling  <= 1'b0;
    end else begin
        vs_lat  <= vsync;
        vs_raising  <= vsync && !vs_lat;
        vs_falling  <= !vsync && vs_lat;
    end
end
always@(posedge pclk,negedge prst_n)begin:HS_EDGE
logic   hs_lat;
    if(~prst_n)begin
        hs_lat      <= 1'b0;
        hs_raising  <= 1'b0;
        hs_falling  <= 1'b0;
    end else begin
        hs_lat  <= hsync;
        hs_raising  <= hsync && !hs_lat;
        hs_falling  <= !hsync && hs_lat;
    end
end
always@(posedge pclk,negedge prst_n)begin:DE_EDGE
logic   de_lat;
    if(~prst_n)begin
        de_lat      <= 1'b0;
        de_raising  <= 1'b0;
        de_falling  <= 1'b0;
    end else begin
        de_lat  <= de;
        de_raising  <= de && !de_lat;
        de_falling  <= !de && de_lat;
    end
end
always@(posedge pclk,negedge prst_n)
    if(~prst_n) v_index <= '0;
    else begin
        if(vs_raising)
                v_index <= '0;
        else if(de_falling)
                v_index <= v_index + 1'b1;
        else    v_index <= v_index;
    end
always@(posedge pclk,negedge prst_n)
    if(~prst_n) h_index <= '0;
    else begin
        if(vs_raising)
                h_index <= '0;
        else if(de)
                h_index <= h_index + 1'b1;
        else if(de_falling)
                h_index <= '0;
        else    h_index <= h_index;
    end
endinterface
package SystemPkg;
    parameter SIM = "OFF";
endpackage
package body_package;
parameter  BDSIZE = 10;
endpackage:body_package
`timescale 1ns/1ps
module exmple_md #(
    parameter  DSIZE  = 8,
    parameter real MK = 1.1
)(
    input                   insdata,
    output                  outsdata,
    input [7:0]             inpdata,
    output [15:0]           outpdata,
    output logic[DSIZE-1:0] ldata,
    input                   clock,
    input                   rst_n
);
logic [6-1:0]  tmp_data[9-1:0][7-1:0] ;
assign outsdata = insdata;
always_comb begin 
    outpdata[8:0] = inpdata;
end
always@(posedge clock,negedge rst_n) begin 
    if(~rst_n)begin
        ldata <= '0;
    end
    else begin
        ldata[DSIZE-1:0] <= (outpdata[7:0]+insdata);
    end
end
endmodule
File: ./run.sh
#!/bin/bash
# OpenROAD 26Q1-2900-gdf79404cd8, Yosys 0.63+post, stock flow scripts
make -C /OpenROAD-flow-scripts/flow DESIGN_CONFIG=/design/flow/config.mk WORK_HOME=/design/flow/orfs finish
==> summary.txt <==
Implementation results. In the Yosys report, the sequential cells make up 43.8% of the chip area. Count of unique library cells instantiated by Yosys landed at 12. Total placed instance area landed at 751 sq um. Share of total power in sequential cells landed at 47.6%. For this run, the total global-route usage over all layers was measured as 3.19%. Core utilization at floorplan landed at 13.4%. The synthesis stat section lists a flop and latch total of 8.

Total die size landed at 0.00640 sq mm. The script extracted a total leakage power of 0.366 nW. Combined buffer and inverter count along the critical path landed at 1.

Looking at the power breakdown, the clock network takes 31.0% of the total. Number of sinks on the clock net landed at 8. Per the final report, max-transition violations number 0.

The slowest stage of the critical path is the sky130_fd_sc_hd__dfrtp_1 cell. Top fanout value on the critical path landed at 1. By startpoint and endpoint, the worst setup path is classified as reg -> out.

Clock tree synthesis selected as its root buffer the cell sky130_fd_sc_hd__clkbuf_4. Number of buffers between clock root and the deepest sink landed at 2. Summed over all failing endpoints, the final setup total negative slack is 0 ps. Setup repair after global routing left no endpoint under its margin.

The initial antenna violation count is 0. The final report lists the setup-violating endpoint count as 0. Clock-pin slew on the worst setup and hold paths landed at approximately 50 ps. Final antenna diode count landed at 0.

Traced cell by cell, the critical path runs through clkdlybuf4s15_1. The report counts max-capacitance violations totalling 0. Die span in x landed at about 80 um. Recorded from the global router log, the overflow total was 0. Excluding fillers, the count of instances in the completed layout stands at between 100 and 150. Final period demand of the worst path landed at 966 ps. Before antenna repair, the detailed router went through 2 iterations. After layout, the design draws a total of approximately 0.00075 W. Hold repair after CTS inserted 0 buffers. Per the synthesis report, the single largest cell type by area occupies 43.8% of cell area. Per the breakdown, switching nets consume a little over a fifth of all power. Cells with a size suffix above 1 make up about two fifths of the layout. The critical path endpoint has a required time of 800 ps.

Per the power-grid run, VDD falls by no more than 0.219 mV. Including well taps, the total number of placed cells is 114. Endpoint arrival time on the critical path landed at 770 ps. Buffers added to address setup during post-CTS repair amount to 0. The worst setup path is captured at an output pin. After detailed routing, the number of vias per cell comes to 2.95. Post-route worst hold slack landed at 211 ps.

The final route contains 345 vias. Share of power burned in combinational logic landed at 21.4%. Number of standard cells reported by yosys landed at 42. Number of clock buffers inserted by TritonCTS landed at 3. The synthesized instance count is approximately 42. Pin placement for this block handled 36 I/O pins. Per the summary, power density relative to cell area is 986 mW/mm^2. Footprint of the flip-flops and latches landed at 200 sq um. In the final layout, the registers with the most flip-flops are ldata (8).

According to the floorplan report, the die height is 80 um. Routed length per placed instance landed at ~10 um. Switching power landed at 0.000156 W. Cell internal power was estimated by the tool at 0.000589 W. Per the CTS log, the maximum H-tree level is 1. Detailed router's first-iteration violation count landed at 1. The number of global-route vias before repair is 403. After layout, the worst path uses 96.6% of the clock period. Summing all multi-input logic gate instances after layout gives 183 sq um.

Number of buffer cells added on primary ports landed at 27. By area the synthesized netlist is led by sky130_fd_sc_hd__dfrtp_1, sky130_fd_sc_hd__buf_4, sky130_fd_sc_hd__xnor2_1. On the critical path the largest part of the delay comes from flip-flops. RePlAce ended its routability-driven mode at a weighted congestion of 0.630. ldata holds more flip-flops than any other register. Count of warnings emitted by yosys landed at 9. In this build the clock could be raised as far as around 1000 MHz. Combined area of all synthesized cells landed at 457 sq um.

The first global-routing pass estimated approximately 1.7 mm of wire. The detail route stage leaves a number of antenna-violating nets equal to 0. sky130_fd_sc_hd__dfrtp_1 takes more of the synthesized area than any other cell. Synthesized area per cell landed at 10.9 sq um. Number of flip-flops under the largest register name landed at 8.

Count of tool warnings landed at 25. Chip area from the yosys synthesis statistics landed at 457 sq um. The core region is between 0.003 and 0.004 sq mm. For reference, the final report shows the hold violation count at 0. Entering global routing, the biggest net connects 9 pins. Post-detailed-routing wire length landed at 1.17 mm. The worst setup path is launched from a flop. TritonRoute reported its final design rule violation total as 0. The area growth from synthesis to layout is 65.5%. Per STA, the highest per-stage delay on the worst path measures 350 ps. Site row count landed at 21. TritonCTS built the clock tree. Count of fill cells added during filler insertion landed at 375. For reference, the critical path is launched at ldata[5]$_DFF_PN0_. The flow ran to the end, and the final reports show no timing, DRC or antenna violations. The min-delay analysis places its worst path in the category in -> async. Estimated wirelength of the detail-placed design landed at 1.03 mm. After routing the design area is 756 sq um.
[placed cells by master (no fill, tap or decap), drive strengths merged]
cell,instances
nor2,1
buf,11
clkdlybuf4s15,5
nand3,3
clkbuf,9
ha,2
dfrtp,8
dlymetal6s2s,1
xnor2,3
dlygate4sd2,12
and3,1
conb,8
clkdlybuf4s50,1
nor3,1
xor2,3
nand2,2
[layer usage]
layer / global-route usage [%] / up-vias / wire length [um]
li1: - / 169 / -
met1: 3.80 / 149 / 512
met2: 5.14 / 23 / 520
met3: 0.909 / 4 / 87
met4: 1.58 / 0 / 47
met5: 0 / - / 0
[power groups by stage]
| stage | Sequential [W] | Clock, W | Combinational [W] |
|---|---|---|---|
| CTS | 0.000355 | 0.000241 | 0.000175 |
| global route | 0.000358 | 0.000252 | 0.000179 |
| finish | 0.000355 | 0.000231 | 0.000159 |
[stage by stage]
step	setup WS (ps)	utilization [%]
after detailed placement	-454	22.0
after floorplan	105	-
after global routing	0.0774	22.1
after global placement	-431	22.0
final	34.4	22.1
after CTS	6.17	22.9
[area by class of cell]
type,count,area share [%]
multi-input combinational,24,24.2
clock buffer,3,2.98
tap,46,7.62
timing repair buffer,36,38.7
sequential,8,26.5
[cell families after synthesis]
logic type	share of synthesized area, %
and+or+nand+nor	10.4
adders and majority gates	5.48
xor gates and xnor gates	11.5
buffers and inverters	27.9
other	0.821
DFF	43.8
[final timing paths]
check | endpoint | slack [ps] | depth (start not counted)
max | ldata[5] | 30 | 1
min | ldata[6]$_DFF_PN0_ | 210 | 1
max in group asynchronous | ldata[0]$_DFF_PN0_ | 550 | 1
min in group clk0 | ldata[0]$_DFF_PN0_ | 230 | 2
[repair_timing]
item | CTS | global route
endpoints found under the hold margin | 0 | 0
pin swaps | 2 | 0
endpoints found under the setup margin | 24 | 7
resized | 50 | 7
[synthesized netlist by cell type, drive strengths merged]
| cell type | instances |
|---|---|
| dfrtp | 8 |
| conb | 1 |
| nand2 | 2 |
| nor3 | 1 |
| nand3 | 3 |
| xor2 | 3 |
| xnor2 | 3 |
| nor2 | 1 |
| ha | 2 |
| and3 | 1 |
| buf | 17 |
Power figures rest on the tool's default switching activity, not on a simulated workload.
