===== design/flow/run.sh =====
#!/bin/bash
# OpenROAD 26Q1-2900-gdf79404cd8, Yosys 0.63+post, stock flow scripts
make -C /OpenROAD-flow-scripts/flow DESIGN_CONFIG=/design/flow/config.mk WORK_HOME=/design/flow/orfs finish

===== design/flow/config.mk =====
export PLATFORM = sky130hd
export DESIGN_NAME = id_record
export DESIGN_NICKNAME = id_record
export VERILOG_FILES = /design/flow/design.v
export SDC_FILE = /design/flow/constraint.sdc
export NUM_CORES = 4
export LEC_CHECK = 1
export CORE_AREA = 10 10 108 108
export DIE_AREA = 0 0 118 118

===== design/flow/constraint.sdc =====
current_design id_record

set clk_period 3.4
set clk_io_pct 0.2

create_clock -name clk0 -period $clk_period [get_ports {clock}]

set non_clock_inputs [all_inputs -no_clocks]
set_input_delay [expr $clk_period * $clk_io_pct] -clock clk0 $non_clock_inputs
set_output_delay [expr $clk_period * $clk_io_pct] -clock clk0 [all_outputs]

===== design/flow/design.v =====
interface video_native_inf #(
    parameter DSIZE = 24,
    parameter real FreqM    = 1
)(
    input bit   pclk ,
    input bit   prst_n
);
logic vsync;
logic hsync;
logic de;
logic blank;
logic field;
logic[DSIZE-1:0]    data;
logic[23:0]        vactive;
logic[23:0]        hactive;
logic [15:0]       v_index;
logic [15:0]       h_index;
logic	vs_raising;
logic   vs_falling;
logic	hs_raising;
logic   hs_falling;
logic	de_raising;
logic   de_falling;
modport compact_in (
    input       pclk,
    input       prst_n,
    input       vsync,
    input       hsync,
    input       de,
    input       data,
    input       vactive,
    input       hactive,
    input       v_index,
    input       h_index,
    input       vs_raising,
    input       vs_falling,
    input       hs_raising,
    input       hs_falling,
    input       de_raising,
    input       de_falling
);
modport compact_out (
    input       pclk,
    input       prst_n,
    output      vsync,
    output      hsync,
    output      de,
    output      data,
    output      vactive,
    output      hactive,
    input       v_index,
    input       h_index,
    input       vs_raising,
    input       vs_falling,
    input       hs_raising,
    input       hs_falling,
    input       de_raising,
    input       de_falling
);
always@(posedge pclk,negedge prst_n)begin:VS_EDGE
logic   vs_lat;
    if(~prst_n)begin
        vs_lat      <= 1'b0;
        vs_raising  <= 1'b0;
        vs_falling  <= 1'b0;
    end else begin
        vs_lat  <= vsync;
        vs_raising  <= vsync && !vs_lat;
        vs_falling  <= !vsync && vs_lat;
    end
end
always@(posedge pclk,negedge prst_n)begin:HS_EDGE
logic   hs_lat;
    if(~prst_n)begin
        hs_lat      <= 1'b0;
        hs_raising  <= 1'b0;
        hs_falling  <= 1'b0;
    end else begin
        hs_lat  <= hsync;
        hs_raising  <= hsync && !hs_lat;
        hs_falling  <= !hsync && hs_lat;
    end
end
always@(posedge pclk,negedge prst_n)begin:DE_EDGE
logic   de_lat;
    if(~prst_n)begin
        de_lat      <= 1'b0;
        de_raising  <= 1'b0;
        de_falling  <= 1'b0;
    end else begin
        de_lat  <= de;
        de_raising  <= de && !de_lat;
        de_falling  <= !de && de_lat;
    end
end
always@(posedge pclk,negedge prst_n)
    if(~prst_n) v_index <= '0;
    else begin
        if(vs_raising)
                v_index <= '0;
        else if(de_falling)
                v_index <= v_index + 1'b1;
        else    v_index <= v_index;
    end
always@(posedge pclk,negedge prst_n)
    if(~prst_n) h_index <= '0;
    else begin
        if(vs_raising)
                h_index <= '0;
        else if(de)
                h_index <= h_index + 1'b1;
        else if(de_falling)
                h_index <= '0;
        else    h_index <= h_index;
    end
endinterface
package SystemPkg;
    parameter SIM = "OFF";
endpackage
package body_package;
parameter  BDSIZE = 10;
endpackage:body_package
`timescale 1ns/1ps
module id_record #(
    parameter LEN       = 16,
    parameter IDSIZE    = $clog2(LEN)
)(
    input                   clock,
    input                   rst_n,
    input [IDSIZE-1:0]      set_id,
    input                   set_vld,
    input [IDSIZE-1:0]      clear_id,
    input                   clear_vld,
    input [IDSIZE-1:0]      read_id,
    input                   read_en,
    output logic            result,
    output logic            full
);
logic [LEN-1:0]     data;
always@(posedge clock,negedge rst_n)
    if(~rst_n)  data    <= '0;
    else begin
        if(clear_vld)
                data[clear_id]  <= 1'b0;
        else    data[clear_id]  <= data[clear_id];
        if(set_vld)
                data[set_id]    <= 1'b1;
        else    data[set_id]    <= data[set_id];
    end
always@(posedge clock,negedge rst_n)
    if(~rst_n)  result  <= 1'b0;
    else begin
        if(read_en)
                result  <= data[read_id];
        else    result  <= result;
    end
always@(posedge clock,negedge rst_n)
    if(~rst_n)  full    <= 1'b0;
    else        full    <= &data;
endmodule

==> results.cfg <==
; flow metrics
[floorplan]
fp_util = 0.213
placeableCoreArea_um2 = 9280
dieHeight_um = 118
floorplan.die.width_um = 118
ioPinCount = 19
floorplan.rows = 35
die_area_um2 = 13900

[final_timing]
final-setup-viol-count = 0
setup-tns-final_ns = 0
finalHoldViolations = 0
worstMarginPinSlew_ns = 0.851
finalCritPeriodShare = 0.843
layout_min_cycle_time_ns = 2.87
max-slew-margin-rel = 0.429
grt_setup_unrepaired = no
drv_slew = 0
achievable-frequency_mhz = 349
skew_ns = 0.00188
final_critical_path_setup_slack_ns = 0.534

[yosys]
synth.ff_latch_count = 18
area_leaders = dfrtp_1, a32oi_1, mux4_2
post_synth_instance_area_um2 = 1980
yosys.cell_types.count = 54
ys_sh_aoi = 0.292
ys_sh_adder = 0.0507
ys_area_um2 = 1980
synth.cellmix.simpleShare = 0.216
postSynthAreaPerCell_um2 = 9.54
synth-edff-count = 0
ys_seq_share = 0.228
ys.flop_type = dfrtp_1
synth.comb.largest_family = AND-OR/OR-AND gates
post_synth_xor_area_fraction = 0.00887
mux_share = 0.153
synthArstFlopShare = 1.00
postSynthCellCount = 207
top_area_frac = 0.228
synth.yosys.warnings = 1
yosys_cells = 207
netlist.top_cell.by_area = dfrtp_1
netlist_top_cells_count = a32oi_1, dfrtp_1, nand2_1, o31ai_1, nor2_1
synth.most_common_cell = a32oi_1

[clocking]
worst_path_clk_slew_ns = 0.07
cts-buffers-inserted = 3
cts-root-to-sink-buffers = 2
clk_latency_ns = 0.25
cts-htree-levels = 1
quantity_of_hold_fixing_buffers_added_after_cts = 0
cts_setup_buffers = 0
cts-resized-gates = 0
ctsRootBufferMaster = clkbuf_8
clkSinkCount = 18
clock_tree_from_tritoncts = built

[detailed_routing]
via_per_inst = 5.27
diodes_inserted = 0
drcViolationCount = 0
total_detailed_routing_wirelength_um = 5830
routedWlPerCell_um = 16.4
dr_vias = 1875
postRouteAntennaNets = 0
detailedRoute.firstIterationViolations = 127
dr.pass1.iters = 4

[flow_run]
log_warnings = 31
maxCapViolCount = 0

[place]
place.detailed.hpwl_um = 4520
numPlacedInstances = 352
detailed_place.area_um2 = 2280
port_buffers = 18
place_congestion = 0.983
pre_cts_slack_ns = 0.328

[worst_hold_path]
hold_path.class = flop to flop
hold_start = result

[critical_path]
path_cells = clkdlybuf4s50_1 > inv_1 > ha_1 > nand3_1 > nor4_2 > nor2_1 > a32oi_1
slowest_stage = clkdlybuf4s50_1
crit_arrival_ns = 3.03
critPathLaunch = set_id[1]
critPathMaxStageDelay_ns = 0.65
critical_path.max_fanout = 9
timing_worst_setup_path_type = primary input to flop
timing.rr.start = data[14]
required_ns = 3.56
start_kind = primary input
timing.critical_path.to_type = flop

[finish]
layout.cells.non_filler = 356
postLayoutCellArea_um2 = 2330
drive_above_1_share = 0.150
areaGrowthSynthToFinish_pct = 18.2

[run_status]
outcome = finished, final reports clean

[power]
leakage_nw = 0.859
vdd_drop_max_mv = 0.136
total_power_mw = 0.981
power_per_cell_area_nw_per_um2 = 420

[global_route]
grt_max_degree = 19
grt-ovfl-total = 0
grt_use_total = 0.0796
grt_antenna_before_repair = 0
grt_pass1_vias = 1722
grt_first_pass_wirelength_um = 9270
==> placed cells by master, fill, tap and decap left out, drive strengths merged, types with 2 or more instances in the layout <==
cell type      count
nor4b              2
a31o               2
mux2i              4
mux2               7
buf                5
a22oi              4
nand2b             4
and2b              2
ha                 8
xnor2              2
nor2b              4
dfrtp             18
o22ai              3
o31ai             15
a21boi             2
nand2             14
nor2              11
a32oi             22
or2                3
mux4               8
clkdlybuf4s50     18
nor4               5
clkbuf             4
a21oi              2
a2bb2oi            5
nand4              4
inv                7
and3               3
or3b               3
o21ai             12
and2               2
nor3               7
nand3              5
==> stage by stage <==
stage                      util  hold slack (ns)
after floorplan               -            0.384
after global placement    0.246            0.498
after detailed placement  0.246            0.507
after CTS                 0.251            0.523
after global routing      0.251            0.546
final                     0.251            0.513
==> state kept, by name (all words and copies together) (netlist names) <==
name,count
full,1
data,16
result,1
==> routing by layer <==
metal / wire length (µm) / track usage
met1: 2840 / 0.116
met2: 2470 / 0.116
met3: 373 / 0.0175
met4: 144 / 0.0216
met5: 0 / 0
==> cells by family (layout without fill, tap and decap cells) <==
| family | count (synthesis) | after routing |
|---|---|---|
| simple gates | 74 | 74 |
| compound gates | 72 | 72 |
| mux | 19 | 19 |
| flops | 18 | 18 |
| buf+inv | 14 | 34 |
| fa+ha+maj | 8 | 8 |
| xor+xnor | 2 | 2 |
==> where the power goes <==
part / total (mW) / switching [mW] / internal, mW
clock network: 0.176 / 0.0727 / 0.103
registers: 0.393 / 0.110 / 0.283
logic: 0.413 / 0.196 / 0.217
total: 0.981 / 0.379 / 0.603
==> worst paths after layout <==
path	to	slack, ns	cells after the start
min in group asynchronous	data[10]	0.76	2
max	data[10]	0.53	7
max reg2reg	data[15]	1.39	5
max in group asynchronous	data[4]	2.44	2
min reg2reg	result	0.51	1
min	result	0.51	1
==> critical path: cells and delay by family <==
kind	cells	cell delay [ns]
compound gates	1	0.24
fa+ha+maj	1	0.38
buf+inv	2	0.81
simple gates	3	0.91
==> layout make-up <==
class	instances	area [µm²]
Timing Repair Buffer	23	218
Fill cell	1015	6950
Sequential cell	18	450
Tap cell	129	161
Clock buffer	4	55.1
Inverter	7	26.3
Multi-Input combinational cell	175	1420
Power is estimated from default activity; no workload was simulated.
