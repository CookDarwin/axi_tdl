==> flow/design.v <==
interface video_native_inf #(
    parameter DSIZE = 24,
    parameter real FreqM    = 1
)(
    input bit   pclk ,
    input bit   prst_n
);
logic vsync;
logic hsync;
logic de;
logic blank;
logic field;
logic[DSIZE-1:0]    data;
logic[23:0]        vactive;
logic[23:0]        hactive;
logic [15:0]       v_index;
logic [15:0]       h_index;
logic	vs_raising;
logic   vs_falling;
logic	hs_raising;
logic   hs_falling;
logic	de_raising;
logic   de_falling;
modport compact_in (
    input       pclk,
    input       prst_n,
    input       vsync,
    input       hsync,
    input       de,
    input       data,
    input       vactive,
    input       hactive,
    input       v_index,
    input       h_index,
    input       vs_raising,
    input       vs_falling,
    input       hs_raising,
    input       hs_falling,
    input       de_raising,
    input       de_falling
);
modport compact_out (
    input       pclk,
    input       prst_n,
    output      vsync,
    output      hsync,
    output      de,
    output      data,
    output      vactive,
    output      hactive,
    input       v_index,
    input       h_index,
    input       vs_raising,
    input       vs_falling,
    input       hs_raising,
    input       hs_falling,
    input       de_raising,
    input       de_falling
);
always@(posedge pclk,negedge prst_n)begin:VS_EDGE
logic   vs_lat;
    if(~prst_n)begin
        vs_lat      <= 1'b0;
        vs_raising  <= 1'b0;
        vs_falling  <= 1'b0;
    end else begin
        vs_lat  <= vsync;
        vs_raising  <= vsync && !vs_lat;
        vs_falling  <= !vsync && vs_lat;
    end
end
always@(posedge pclk,negedge prst_n)begin:HS_EDGE
logic   hs_lat;
    if(~prst_n)begin
        hs_lat      <= 1'b0;
        hs_raising  <= 1'b0;
        hs_falling  <= 1'b0;
    end else begin
        hs_lat  <= hsync;
        hs_raising  <= hsync && !hs_lat;
        hs_falling  <= !hsync && hs_lat;
    end
end
always@(posedge pclk,negedge prst_n)begin:DE_EDGE
logic   de_lat;
    if(~prst_n)begin
        de_lat      <= 1'b0;
        de_raising  <= 1'b0;
        de_falling  <= 1'b0;
    end else begin
        de_lat  <= de;
        de_raising  <= de && !de_lat;
        de_falling  <= !de && de_lat;
    end
end
always@(posedge pclk,negedge prst_n)
    if(~prst_n) v_index <= '0;
    else begin
        if(vs_raising)
                v_index <= '0;
        else if(de_falling)
                v_index <= v_index + 1'b1;
        else    v_index <= v_index;
    end
always@(posedge pclk,negedge prst_n)
    if(~prst_n) h_index <= '0;
    else begin
        if(vs_raising)
                h_index <= '0;
        else if(de)
                h_index <= h_index + 1'b1;
        else if(de_falling)
                h_index <= '0;
        else    h_index <= h_index;
    end
endinterface
package SystemPkg;
    parameter SIM = "OFF";
endpackage
package body_package;
parameter  BDSIZE = 10;
endpackage:body_package
`timescale 1ns/1ps
module width_combin #(
    parameter   DSIZE   = 1,
    parameter   NSIZE   = 8
)(
    input                           clock,
    input                           rst_n,
    input [DSIZE-1:0]               wr_data,
    input                           wr_vld,
    output logic                    wr_ready,
    input                           wr_last,
    input                           wr_align_last,
    output logic[DSIZE*NSIZE-1:0]   rd_data,
    output logic                    rd_vld,
    input                           rd_ready,
    output logic                    rd_last
);
assign wr_ready = rd_ready;
localparam	RSIZE	= 	(NSIZE<16)?  4 :
						(NSIZE<32)?  5 :
      					(NSIZE<64)?  6 :
						(NSIZE<128)? 7 : 8;
logic   last_point;
always@(posedge clock )
    if(~rst_n)  last_point <= 1'b0;
    else begin
        if(wr_vld && wr_ready && wr_last)
                last_point <= 1'b1;
        else if(rd_vld && rd_ready && last_point)
                last_point <= 1'b0;
        else    last_point <= last_point;
    end
reg [RSIZE-1:0]    point;
always@(posedge clock )begin
    if(~rst_n)  point   <= {RSIZE{1'b0}};
    else begin
        if(last_point)begin
            if(wr_vld && wr_ready)
                    point   <= {RSIZE{1'b0}} +1'b1;
            else    point   <= '0;
        end else if(wr_vld && wr_ready)begin
            if(wr_align_last || wr_last)
                    point   <= {RSIZE{1'b0}};
            else begin
                if(point == NSIZE-1)
                        point   <= {RSIZE{1'b0}};
                else    point   <= point + 1'b1;
            end
        end else    point   <= point;
end end
always@(posedge clock )begin
    if(~rst_n)  rd_data <= {(DSIZE*NSIZE){1'b0}};
    else begin
        if(wr_vld && wr_ready)
                rd_data[DSIZE*(NSIZE-point)-1-:DSIZE]   <= wr_data;
        else if (last_point && !rd_vld)
                rd_data[DSIZE*(NSIZE-point)-1-:DSIZE]   <= wr_data;
        else    rd_data[DSIZE*(NSIZE-point)-1-:DSIZE]   <= rd_data[DSIZE*(NSIZE-point)-1-:DSIZE];
    end
end
always@(posedge clock )begin
    if(~rst_n)  rd_vld  <= 1'b0;
    else begin
        if(point==(NSIZE-1) && wr_vld && wr_ready )
                rd_vld  <= 1'b1;
        else if(wr_vld && wr_ready && wr_last)
                rd_vld  <= 1'b1;
        else if(last_point && !rd_vld)
                rd_vld  <= 1'b1;
        else if(rd_vld && rd_ready)
                rd_vld  <= 1'b0;
        else    rd_vld  <= rd_vld;
    end
end
always@(posedge clock )begin
    if(~rst_n)  rd_last     <= 1'b0;
    else begin
        if(wr_vld && wr_ready )
                rd_last <= wr_last;
        else if(last_point && !rd_last)
                rd_last  <= 1'b1;
        else if(rd_vld && rd_ready)
                rd_last <= 1'b0;
        else    rd_last <= rd_last;
    end
end
endmodule
==> flow/run.sh <==
#!/bin/bash
# OpenROAD 26Q1-2900-gdf79404cd8, Yosys 0.63+post, stock flow scripts
make -C /OpenROAD-flow-scripts/flow DESIGN_CONFIG=/design/flow/config.mk WORK_HOME=/design/flow/orfs finish
==> flow/config.mk <==
export PLATFORM = sky130hd
export DESIGN_NAME = width_combin
export DESIGN_NICKNAME = width_combin
export VERILOG_FILES = /design/flow/design.v
export SDC_FILE = /design/flow/constraint.sdc
export NUM_CORES = 4
export LEC_CHECK = 1
export CORE_AREA = 10 10 93 93
export DIE_AREA = 0 0 103 103
==> flow/constraint.sdc <==
current_design width_combin

set clk_period 3.0
set clk_io_pct 0.2

create_clock -name clk0 -period $clk_period [get_ports {clock}]

set non_clock_inputs [all_inputs -no_clocks]
set_input_delay [expr $clk_period * $clk_io_pct] -clock clk0 $non_clock_inputs
set_output_delay [expr $clk_period * $clk_io_pct] -clock clk0 [all_outputs]
==> notes.md <==
Numbers from the implementation run.

The total die size is 10610 µm². Looking at the clock tree report, the H-tree level count equals 1. The first TritonRoute pass finished after 4 iterations. After synthesis, the netlist uses 48 different library cells.

The kind of launch point of the worst setup path is a register. The layout cell share with drive strength beyond 1 is about 20%. Buffers inserted during clock tree synthesis total 3.

The clock transition at the register clock pins on the worst setup and hold paths after CTS is ~0.060 ns. The total global routing overflow is 0. After synthesis, flip-flops and latches occupy 21.92% of the total area.

The clock network fraction of design power is 35.7%. The worst vdd rail ir drop is 292.4 µV. The standard-cell row count is 30. The post-cts hold-fix buffer tally is 0.

The clock passes through at most 2 buffers. The power per standard cell area is between 200 and 250 nW/µm². By area the synthesized netlist is led by dfxtp_1, ha_1, mux2i_1. The number of vias in the routed layout is between 1000 and 1500. The number of DRC violations after detailed-routing iteration 0 is approximately 52. The path type of the worst setup path is reg2reg. Per the post-route antenna check, the number of violating nets is 0. The final setup TNS is 0 ns. Dividing the detail-routed via count by the number of cells gives 4.857. Looking at the cell usage after synthesis, the top flip-flop cell is dfxtp_1. The run reported a max-capacitance violation count of 0.

Sorting the Yosys area breakdown by cell type puts at the top dfxtp_1. Counting I/O delays and the setup requirement, the final critical path takes 2.922 ns. For this run, the final setup violation count is recorded as 0.

The post-route DRC violation count is 0. Per STA, the worst path accumulates the most delay in the family simple AND/OR/NAND/NOR gates. According to the hold report, the worst path is of the reg2reg type. The count of port buffers added during placement is 17.

The flip-flop and latch count after synthesis is 15. The leakage power figure is 0.6817 nW. Setup repair after global routing could not meet its margin everywhere.

The launch point of the worst register-to-register path is recorded as point[0]. The half-perimeter wire length of the detailed placement result is about 2800 µm. The synthesis run shows the most used standard cells to be dfxtp_1, nand2_1, ha_1, nor2_1, mux2i_1. The count of non-filler cells in the finished layout is about 280. The capture point of the worst register-to-register path is recorded as rd_data[7].

Timing would allow up to 342.3 MHz. The number of global-route vias before repair is 1342. The net load switching power is 0.1224 mW. In this run the worst setup path begins at point[0]. The number of antenna violations at the first check in global routing is 0. Walking the worst path, the cells encountered are inv_6 > ha_4 > nand2b_1 > nor3_2 > a21oi_1 > o311a_4 > ha_1 > nor4b_2 > nand4_1 > nor4_2 > or3b_4 > o41ai_2. The mean instance size in the synthesized netlist is 7.965 µm². The overall fraction of global-route tracks in use is 7.146%. The starting density of the core is between 20% and 30%. Entering global routing, the biggest net connects 21 pins. The post-synth count of flops with an enable pin is 0. Of all flip-flops after synthesis, the portion carrying an async set or reset was 0%. The critical path maximum fanout is 8. From synthesis to final layout, the design area changed by 37.81%. The antenna diode count is 0.

The actual transition at the worst max-transition pin is 0.5183 ns. Sequential cells burn 45.0% of the power. The I/O pin total is 18. Per the final report, max-transition violations number 0.

Counting both buffers and inverters, the worst setup path holds a total of 1. The final weighted congestion recorded by global placement is ~0.85. Looking at the power breakdown, combinational cells take about a fifth of the total. Hold-check failures listed in the final report amount to 0. For this run, the number of Yosys warnings is 1.

Along the worst hold path, the cell count comes to 2. The share of the synthesized area in the top cell type is 21.92%. The remaining max-slew budget at the tightest pin is 65.20%. The run finished with clean final reports. The tool warning count is 29. The vertical die dimension reported for this design is 103 µm. According to the floorplan report, the die width is about 100 µm. For this run, the slowest stage of the critical path takes 0.45 ns. The post-detailed-routing wire length is 3729 µm. The first global-routing pass estimated 6292 µm of wire. The part of the cycle the worst path needs is 97.38%.

The final clock skew is 0.0004272 ns. The reg2reg setup slack is 0.08 ns. Per the Yosys statistics, synthesis produced approximately 170 cells. Internal power comes to between 0.3 and 0.4 mW. The instance count after placement with tap cells included is ~270.

The final hold slack is 0.4776 ns. The clock net in this run drives a total of 15 sinks. The worst register-to-register path has a depth of 12. The cell area that synthesis handed to floorplanning was 1370 µm². The data arrival time reported for the critical path is a little over 3 ns.

The type of destination of the critical path is a register. The critical path runs through a total of 12 cells. Net switching is 26.28% of the power. The routed wirelength normalized by instance count is 13.37 µm.

The tree is rooted in a clkbuf_8. The required time at the worst endpoint is listed as 3.16 ns. Looking at the critical path, the single cell with the biggest stage delay is o311a_4. The cell count after synthesis is 172. The placeable core region is roughly 6800 µm². As reported, the later end of the worst-skew pair has a clock insertion delay of 0.25 ns. TritonCTS built the clock tree. The chip area estimate from yosys synthesis is between 1000 and 1500 µm². Following the worst setup path forward leads to its endpoint at rd_data[7].
## worst min-delay path by stage
stage / from / endpoint / slack (ns)
4_1_cts: rd_data[4] / rd_data[4] / 0.48
5_1_grt: rd_data[0] / rd_data[0] / 0.52
6_report: rd_data[0] / rd_data[0] / 0.48
## routing by layer
layer  up-vias  track usage (%)  share of wire [%]
met5         -                0                  0
met4         0            1.390                1.1
li1        699                -                  -
met3         4            1.896                5.4
met2        18            11.12                 45
met1       634            9.785                 49
## layout by cell type, fill, tap and decap left out, types with 4 or more instances in the layout
cell type and count:
ha_4 6, xor2_1 5, or4_1 5, nor2_1 11
ha_1 5, or3_1 7, a21oi_1 8, mux2i_1 9
clkdlybuf4s50_1 17, o21ai_1 6, dfxtp_1 13, nand2_1 15
buf_4 18, nand4_1 6, nand3_1 5, o21ai_0 5
nor3_1 4
## layout make-up
type	count	area [µm²]
clock buffers	4	45.04
fillers	721	4868
inverters	5	26.28
multi-input cells	140	1106
flip-flops and latches	15	305.3
well taps	80	100.1
repair buffers	35	305.3
## logic make-up (layout without fill, tap and decap cells)
family,Yosys count,count (layout),synth area share (%)
AOI/OAI and AO/OA,35,35,16.35
xor gates and xnor gates,8,8,5.114
adders and majority gates,11,11,10.05
buffers and inverters,17,44,6.027
DFF,15,15,21.92
muxes,10,10,8.219
and+or+nand+nor,76,76,32.33
## timing repair
item | CTS | global route
buffers inserted | 1 | 3
endpoints found under the setup margin | 2 | 7
resized | 0 | 9
cloned | 0 | 0
## worst reg2reg max path, cell delays in order, from the launching register on
cell	delay [ns]
dfxtp_4	0.37
inv_6	0.06
ha_4	0.12
nand2b_1	0.08
nor3_2	0.10
a21oi_1	0.06
o311a_4	0.45
ha_1	0.35
nor4b_2	0.25
nand4_1	0.13
nor4_2	0.20
or3b_4	0.45
o41ai_2	0.20
## per-stage QoR
step,power [mW],instance area [µm²],setup slack (ns),util [%]
finish,0.4659,1888,0.07846,27.94
global route,0.4908,1888,-0.08006,27.94
global placement,0.3005,1740,0.03763,25.76
CTS,0.4707,1793,0.003261,26.54
detailed placement,0.3003,1740,0.002546,25.76
floorplan,0.2669,1440,-0.004878,-
## sequential cells by signal, summed over array words and instances, names as in the netlist
register    cells
rd_data         8
point           4
last_point      1
rd_last         1
rd_vld          1
## power by group through the flow
stage	Combinational, mW	Sequential [mW]	Clock [mW]
after CTS	0.0882	0.210	0.172
after global routing	0.0999	0.210	0.180
final	0.0899	0.210	0.166
Power figures rest on the tool's default switching activity, not on a simulated workload.
