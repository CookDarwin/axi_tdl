[flow/config.mk]
export PLATFORM = sky130hd
export DESIGN_NAME = next_prio
export DESIGN_NICKNAME = next_prio
export VERILOG_FILES = /design/flow/design.v
export SDC_FILE = /design/flow/constraint.sdc
export NUM_CORES = 4
export LEC_CHECK = 1
export CORE_AREA = 10 10 70 70
export DIE_AREA = 0 0 80 80
export SYNTH_HDL_FRONTEND = slang
[flow/constraint.sdc]
current_design next_prio

set clk_period 2.2
set clk_io_pct 0.2

create_clock -name clk0 -period $clk_period

set non_clock_inputs [all_inputs -no_clocks]
set_input_delay [expr $clk_period * $clk_io_pct] -clock clk0 $non_clock_inputs
set_output_delay [expr $clk_period * $clk_io_pct] -clock clk0 [all_outputs]
[flow/design.v]
interface video_native_inf #(
    parameter DSIZE = 24,
    parameter real FreqM    = 1
)(
    input bit   pclk ,
    input bit   prst_n
);
logic vsync;
logic hsync;
logic de;
logic blank;
logic field;
logic[DSIZE-1:0]    data;
logic[23:0]        vactive;
logic[23:0]        hactive;
logic [15:0]       v_index;
logic [15:0]       h_index;
logic	vs_raising;
logic   vs_falling;
logic	hs_raising;
logic   hs_falling;
logic	de_raising;
logic   de_falling;
modport compact_in (
    input       pclk,
    input       prst_n,
    input       vsync,
    input       hsync,
    input       de,
    input       data,
    input       vactive,
    input       hactive,
    input       v_index,
    input       h_index,
    input       vs_raising,
    input       vs_falling,
    input       hs_raising,
    input       hs_falling,
    input       de_raising,
    input       de_falling
);
modport compact_out (
    input       pclk,
    input       prst_n,
    output      vsync,
    output      hsync,
    output      de,
    output      data,
    output      vactive,
    output      hactive,
    input       v_index,
    input       h_index,
    input       vs_raising,
    input       vs_falling,
    input       hs_raising,
    input       hs_falling,
    input       de_raising,
    input       de_falling
);
always@(posedge pclk,negedge prst_n)begin:VS_EDGE
logic   vs_lat;
    if(~prst_n)begin
        vs_lat      <= 1'b0;
        vs_raising  <= 1'b0;
        vs_falling  <= 1'b0;
    end else begin
        vs_lat  <= vsync;
        vs_raising  <= vsync && !vs_lat;
        vs_falling  <= !vsync && vs_lat;
    end
end
always@(posedge pclk,negedge prst_n)begin:HS_EDGE
logic   hs_lat;
    if(~prst_n)begin
        hs_lat      <= 1'b0;
        hs_raising  <= 1'b0;
        hs_falling  <= 1'b0;
    end else begin
        hs_lat  <= hsync;
        hs_raising  <= hsync && !hs_lat;
        hs_falling  <= !hsync && hs_lat;
    end
end
always@(posedge pclk,negedge prst_n)begin:DE_EDGE
logic   de_lat;
    if(~prst_n)begin
        de_lat      <= 1'b0;
        de_raising  <= 1'b0;
        de_falling  <= 1'b0;
    end else begin
        de_lat  <= de;
        de_raising  <= de && !de_lat;
        de_falling  <= !de && de_lat;
    end
end
always@(posedge pclk,negedge prst_n)
    if(~prst_n) v_index <= '0;
    else begin
        if(vs_raising)
                v_index <= '0;
        else if(de_falling)
                v_index <= v_index + 1'b1;
        else    v_index <= v_index;
    end
always@(posedge pclk,negedge prst_n)
    if(~prst_n) h_index <= '0;
    else begin
        if(vs_raising)
                h_index <= '0;
        else if(de)
                h_index <= h_index + 1'b1;
        else if(de_falling)
                h_index <= '0;
        else    h_index <= h_index;
    end
endinterface
package SystemPkg;
    parameter SIM = "OFF";
endpackage
package body_package;
parameter  BDSIZE = 10;
endpackage:body_package
`timescale 1ns/1ps
module next_prio #(
    parameter   NUM = 8,
    parameter   NSIZE = $clog2(NUM)
)(
    input [NSIZE-1:0]               curr_addr,
    input [NUM-1:0]                 array,
    output logic[NSIZE-1:0]         next_addr
);
int CC,II;
logic [NSIZE-1:0]       index;
logic [NSIZE-1:0]       addr_t;
always_comb begin
    addr_t = '0;
    for(CC=0;CC<NUM;CC++)begin
        if(CC==curr_addr || CC == 0)begin
            for(II=NUM;II>0;II--)begin
                if((NUM-II+CC)>=NUM )
                        index = CC-II;
                 else   index = NUM-II+CC;
                addr_t  = array[index] ? index : addr_t;
            end
        end
    end
end
assign next_addr = addr_t;
endmodule
[flow/run.sh]
#!/bin/bash
# OpenROAD 26Q1-2900-gdf79404cd8, Yosys 0.63+post, stock flow scripts
make -C /OpenROAD-flow-scripts/flow DESIGN_CONFIG=/design/flow/config.mk WORK_HOME=/design/flow/orfs finish
==> out/qor.txt <==
outcome: finished, final reports clean
flop count: 0
Worst Path Arrival: 1.67 ns
f_max: 473 MHz
crit end category: output pin
chip width: 80 µm
setup violators final: 0
ant diodes: 0
tool warnings: 32
CORE AREA: 3420 µm²
Least-Margin Pin Slew: 0.367 ns
first-pass iteration count of the detailed router: 4
fp_density: 0.124
GRT overflow: 0
Hold WS: 1.39 ns
Ys Warns: 0
antenna violations before repair: 0
Cell Type Count: 28
Cell Pwr Density: 188 nW/µm²
Routed WL: 1.91 mm
vias: 746
Row Count: 21
CP Launch Type: input port
first-pass GRT wire length: 3.17 mm
most numerous logic cell after layout: buf_4
CTS Hold Bufs: 0
Worst EP required: 1.76 ns
hold path start: curr_addr[2]
Post-route DRC: 0
fin crit period: 2.11 ns
Seq/Total Area, Yosys: 0
worst min-delay path class: in2out
RSZ-0062 raised after global routing: false
die y size: 80 µm
yosys stat cell total: 78
vias per inst: 4.52
Slew HR: 0.753
antenna viol nets, final: 0
CLK BUF: 0
I/O Buffers: 14
Synth Instances: 78
YS chip area: 424 µm²
chip area: 6400 µm²
largest net degree at the start of global routing: 9
Area growth syn-to-layout: 114%
most frequent logic cells in the routed design: 28 x buf_4, 8 x nand2_1, 7 x a21oi_1
pins over their slew limit: 0
Fillers: 366
Worst Hold Endpoint: next_addr[1]
Final HPWL DP: 1.47 mm
vias in the first global route: 688
Final period util: 0.961
LEAKAGE: 0.000401 µW
Detailed Route Iter0 Violations: 68
register area: 0 µm²
maximum vdd drop: 45.9 µV
share of post-route cells with drive strength above 1: 0.521
num ports: 14
setup TNS: 0 ns
Worst Path Class, Setup: in2out
CP Max Fanout: 3
Syn Area/Cell: 5.44 µm²
gpl congestion: 0.903
WL/cell: 11.5 µm
Hold Violations, Final: 0
mapped cell area: 424 µm²
global-route usage over all layers: 0.0586
WHS Path Cells: 5
maxcap violations: 0
[metrics by stage]
stage	cells	setup WS [ns]	util	instance area [µm²]	total power (µW)
final	165	0.0857	0.266	908	171
after global placement	160	-0.726	0.234	801	152
after CTS	165	0.00351	0.267	911	169
after floorplan	78	0.316	-	424	60.3
after global routing	165	0.0180	0.266	908	187
after detailed placement	160	-0.706	0.234	801	151
[worst max-delay path, cell delays in order]
cell,delay [ns]
buf_4,0.11
nand2b_4,0.12
o21ai_1,0.05
and3_1,0.15
or4_1,0.49
o221ai_2,0.09
a221oi_2,0.09
buf_2,0.13
[logic make-up (layout without fill, tap and decap cells)]
logic type | Yosys count | after routing | share of synthesized area
buffers and inverters | 10 | 51 | 0.0914
AND/OR/NAND/NOR | 36 | 36 | 0.419
AND-OR/OR-AND | 32 | 32 | 0.490
[synth_stat cells (2+ instances only)]
| library cell | count | area [µm²] |
|---|---|---|
| inv_1 | 6 | 22.5 |
| nor2b_1 | 4 | 25.0 |
| o21a_1 | 2 | 15.0 |
| nand2_1 | 9 | 33.8 |
| clkbuf_1 | 3 | 11.3 |
| nor3_1 | 4 | 20.0 |
| o21ai_0 | 10 | 50.1 |
| nand3_1 | 5 | 25.0 |
| o211ai_1 | 2 | 15.0 |
| nor2_1 | 7 | 26.3 |
| a31oi_1 | 2 | 12.5 |
| nor4_1 | 2 | 12.5 |
| a21oi_1 | 7 | 35.0 |
[timing repair]
item / in CTS / in global routing
setup buffers: 5 / 0
endpoints found under the setup margin: 3 / 2
resized: 81 / 7
pin swaps: 11 / 9
[power breakdown]
part,switching [µW],internal [µW]
clock,0,0
combinational,81.3,89.6
sequential,0,0
total,81.3,89.6
[worst max path at each step]
stage,startpoint,endpoint,slack [ns],cells after the start
finish,curr_addr[0],next_addr[1],0.09,8
global route,array[1],next_addr[2],0.02,9
CTS,array[7],next_addr[0],0.004,8
[cell type report]
cell class         instances  area (µm²)  share of cell area
well taps                 46        57.6              0.0634
repair buffers            45         345               0.380
inverters                  6        22.5              0.0248
multi-input cells         68         483               0.532
[metal layers]
metal  up-vias  global-route usage  share of wire
li1        379                   -              -
met1       341              0.0870           0.50
met2        26              0.0883           0.43
met3         0              0.0114          0.072
met4         0             0.00352              0
met5         -                   0              0
No activity file was given, so power comes from the tool's default toggle rates.
